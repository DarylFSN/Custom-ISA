### run.sh
#!/bin/bash
# OpenROAD 26Q1-2900-gdf79404cd8, Yosys 0.63+post, stock flow scripts
make -C /OpenROAD-flow-scripts/flow DESIGN_CONFIG=/design/flow/config.mk WORK_HOME=/design/flow/orfs finish
### design.v
module RegFile #(parameter W=8, A=3)(
  input                Clk,
  input                Reset,
  input                WriteEn,
  input					  LUTen,
  input        [A-1:0] RaddrA,     
  input        [A-1:0] RaddrB,     
  input        [A-1:0] Waddr,      
  input        [W-1:0] DataIn,     
  output       [W-1:0] DataOutA,   
  output logic [W-1:0] DataOutB    
);
logic [W-1:0] Registers[2**A];
assign      DataOutA = Registers[RaddrA];
assign      DataOutB = Registers[RaddrB];
logic [A-1: 0] actural_Waddr;
assign actural_Waddr =  LUTen ? 3'd7 : Waddr;
always_ff @ (posedge Clk) begin
  integer i;
  if (Reset) begin
    for (i=0; i<2**A; i=i+1) begin
      Registers[i] <= '0;
    end
  end else if (WriteEn) begin
    Registers[actural_Waddr] <= DataIn;
  end
end
endmodule
### config.mk
export PLATFORM = sky130hd
export DESIGN_NAME = RegFile
export DESIGN_NICKNAME = RegFile
export VERILOG_FILES = /design/flow/design.v
export SDC_FILE = /design/flow/constraint.sdc
export NUM_CORES = 4
export LEC_CHECK = 1
export CORE_UTILIZATION = 40
### constraint.sdc
current_design RegFile

set clk_period 5.2
set clk_io_pct 0.2

create_clock -name clk0 -period $clk_period [get_ports {Clk}]

set non_clock_inputs [all_inputs -no_clocks]
set_input_delay [expr $clk_period * $clk_io_pct] -clock clk0 $non_clock_inputs
set_output_delay [expr $clk_period * $clk_io_pct] -clock clk0 [all_outputs]
==> impl_metrics.tcl <==
# implementation run metrics
set metrics [dict create \
    cts.sinks 64 \
    p_sw_uw 263 \
    p_total_mw 1.19 \
    end_kind "output pin" \
    cts_root_buf "clkbuf_8" \
    route.met2.wl_um 3950 \
    max_slew_margin_pct 48.3 \
    die_y_um 96.3 \
    overflow 0 \
    crit_type "primary input to output pin" \
    drc 0 \
    top_regs "Registers: 64 flops" \
    dp_hpwl_um 4960 \
    ctsResizeCount 0 \
    clk_pin_slew_ps 70 \
    cts_hold_buf 0 \
    placed_cells 358 \
    p_seq_share_pct 51.6 \
    ir_drop_v 0.000130 \
    largest_reg_flops 64 \
    min_period_ps 4190 \
    die_w_um 96.3 \
    met1Wirelength_um 3100 \
    regMostFlops "Registers" \
    worst_ep_required_time_ps 4160 \
    cts_buffers 9 \
    htree_num_levels 3 \
    path_max_fanout 16 \
    topRoutingLayerUsed "met4" \
    numPortBuffers 36 \
    p_per_area_nw_per_um2 283 \
    timing.final.crit_share_pct 80.7 \
    routed_via_density 5.79 \
    critPathLaunchType "primary input" \
    status "finished, final reports clean" \
    syn_area_um2 3550 \
    worst-endpoint-arrival_ps 3150 \
    syn_to_final_growth_pct 17.8 \
    fmax_ghz 0.238 \
    firstDrtPassIters 4 \
    lay_top_cells "edfxtp_1, nor3_1, clkdlybuf4s50_1" \
    io-pin-count 37 \
    final_cells 374 \
    cts_tree "built" \
    syn_avg_cell_area_um2 15.8 \
    postSynthSeqShare_pct 54.1 \
    cap_violations 0 \
    ys_cells 225 \
    p_int_uw 922 \
    ys_area_um2 3550 \
    gp_congestion 0.767 \
    synthDistinctLibCells 18 \
    ys_seq_elements 64 \
    fill_cells 758 \
    drt-initial-drc-count 62 \
    synthCells 225 \
    cts_buffer_depth 2 \
    power_switching_share_pct 22.2 \
    hp-class "primary input to flip-flop" \
    core_area_um2 8680 \
    ant_nets 0 \
    tool_warnings 25 \
    drt_wl_total_um 8050 \
    drv_slew 0 \
    grt_usage_pct 19.9 \
    yosys_warnings 1 \
    grt_pass1_wl_um 12000 \
    via_count 2167 \
    num_rows 34 \
    grt_max_degree 37 \
    hold_violations 0 \
    grt_pass1_vias 2177 \
    rsz0062_at_grt "no" \
    wl_per_cell_um 21.5 \
    grt_antenna_before_repair 0 \
    ff_latch_area_um2 1920 \
    fin_area_um2 4190 \
    initCoreUtil_pct 41.0 \
    dieArea_um2 9270 \
    drive_above_1_share_pct 17.3 \
    holdWs_ps 1490 \
    setup_viol 0 \
    dpl-instance-area_um2 4010 \
    cts_setup_buffers 0 \
    clockPowerShare_pct 33.1 \
    worst_slew_pin_slew_ps 773 \
    insertedDiodeCount 0 \
    wl_met3_um 858 \
    setup_tns_ps 0 \
    combinationalPowerShare_pct 15.3 \
    p_leak_nw 1.38 \
    logic_area_um2 1460 \
]
## synthesized netlist by cell type (all sizes together)
cell,instances,share of area (%)
a31oi,1,0.18
buf,15,3.1
clkbuf,10,1.1
clkinv,8,0.84
edfxtp,64,54
mux2,16,5.1
mux4,32,23
nand2b,2,0.35
nand4b,1,0.25
nand4bb,2,0.63
nor3,64,9.0
o21bai,8,1.7
or2,1,0.18
or4b,1,0.28
## logic make-up (layout without fill, tap and decap cells)
group / after synthesis / count (layout) / synth area share (%)
AND/OR/NAND/NOR: 71 / 71 / 10.7
flip-flops: 64 / 64 / 54.1
multiplexers: 48 / 48 / 28.4
buffers and inverters: 33 / 74 / 4.96
AND-OR/OR-AND: 9 / 9 / 1.87
## worst max-delay path: stages
cell and delay (ps):
clkdlybuf4s50_1 970, mux4_1 410, mux2_2 310, clkdlybuf4s50_1 420
## layout make-up
| type | instances | area share, % |
|---|---|---|
| Sequential cell | 64 | 45.9 |
| Multi-Input combinational cell | 128 | 34.8 |
| Timing Repair Buffer | 50 | 11.1 |
| Tap cell | 108 | 3.23 |
| Clock buffer | 11 | 3.14 |
| Clock inverter | 5 | 1.14 |
| Inverter | 8 | 0.717 |
## per-stage QoR
step	utilization [%]	worst slack [ps]
floorplan	-	2110
global placement	46.2	986
detailed placement	46.2	966
CTS	48.3	969
global route	48.3	881
finish	48.3	1010
## layer usage
metal	track usage [%]	vias up
met5	0	-
met4	4.23	0
met3	9.32	10
met2	31.1	112
met1	27.3	1033
li1	-	1012
## power by group through the flow
stage,clock (mW),combinational (mW),sequential (mW)
4_1_cts,0.400,0.185,0.612
6_report,0.392,0.182,0.612
5_1_grt,0.423,0.196,0.615
## path summary, 6_finish.rpt
path	depth (start not counted)	from	slack [ps]	end
max	4	RaddrA[2]	1010	DataOutA[7]
min	3	DataIn[2]	1490	Registers[1][2]
Power is estimated from default activity; no workload was simulated.
